==> ./design.v <==
module sequence_detection(
	input wire clk,
	input wire rst,
	input wire button,
	input wire [7:0] switch,
	output reg led
	);
	parameter Mode_string = 5'B01011;
	reg [7:0] Current_state;    
	reg [3:0] Bit_buffer;       
	reg [0:0] Buffer;           
	initial begin
		Current_state = 8'B00000000;
		Buffer = 1'B0;
		Bit_buffer = 4'B0000;
	end
	always @(posedge clk) begin
		if(rst == 0 && button == 1) begin
			Current_state <= switch;
		end
	end             
	always @(*) begin
	    Bit_buffer = 0;
		if(rst == 0) begin
			if(Current_state[4:0] == 5'B11010)
				Bit_buffer[0] = 1;
			if(Current_state[5:1] == 5'B11010)
				Bit_buffer[1] = 1;
			if(Current_state[6:2] == 5'B11010)
				Bit_buffer[2] = 1;
			if(Current_state[7:3] == 5'B11010)
				Bit_buffer[3] = 1;
		end
		else
		  Bit_buffer = 0;
	end             
	always @(Bit_buffer) begin
        led = 1'B0;
		if(Bit_buffer[0] == 1 || Bit_buffer[1] == 1
		       || Bit_buffer[2] == 1 || Bit_buffer[3] == 1)
			led = 1'B1;
		else
			led = 1'B0;
	end             
endmodule
==> ./run.sh <==
#!/bin/bash
# OpenROAD 26Q1-2900-gdf79404cd8, Yosys 0.63+post, stock flow scripts
make -C /OpenROAD-flow-scripts/flow DESIGN_CONFIG=/design/flow/config.mk WORK_HOME=/design/flow/orfs finish
==> ./config.mk <==
export PLATFORM = sky130hd
export DESIGN_NAME = sequence_detection
export DESIGN_NICKNAME = sequence_detection
export VERILOG_FILES = /design/flow/design.v
export SDC_FILE = /design/flow/constraint.sdc
export NUM_CORES = 4
export LEC_CHECK = 1
export CORE_AREA = 10 10 70 70
export DIE_AREA = 0 0 80 80
==> ./constraint.sdc <==
current_design sequence_detection

set clk_period 1.6
set clk_io_pct 0.2

create_clock -name clk0 -period $clk_period [get_ports {clk}]

set non_clock_inputs [all_inputs -no_clocks]
set_input_delay [expr $clk_period * $clk_io_pct] -clock clk0 $non_clock_inputs
set_output_delay [expr $clk_period * $clk_io_pct] -clock clk0 [all_outputs]
==> run notes <==
run metrics: status=completed, CTS tree=done, Die Height=80 µm, GR Overflow Total=0, vias in the first global route=249, IO Port Bufs=11, Worst-Margin Slew=164 ps, First-pass DRT Iterations=2, clk sink count=8, Avg Inst Size Synth=18.3 µm², chip width=80 µm, critical path launch point type=flop, Top Registers=Current_state (8), antenna violations before repair=0, Max clock buf depth=2, Hold Buf Count CTS=0, routed vias=214, drt initial violations=2, Worst-path clk slew=50 ps, worst IR drop on VDD=0.000218 V, Final Hold Viols=0, synth warn=1, Final Non-Filler Cells=79, final worst-path cycle share=96.6%, crit path to=led, TritonCTS Buffers=3, FMAX=0.647 GHz, HP Class=input port to flop, register area share after synthesis=77.1%, Area Growth Syn to Fin=65.1%, io pins=12, die area=6400 µm², # diodes=0, Mapped Area=312 µm², Power Total=0.000451 W, Clock Tree Root=clkbuf_4, cell count after placement=75, crit-path max FO=3, RSZ-0062 raised after global routing=true, Crit path arrival time=1230 ps, final setup fails=0, # DRC=0, kind of critical path=flop to primary output, Worst Setup SP=Current_state[2], Post-DRT Antenna Nets=0, Slew HR=89.0%, Std-Cell Rows=21, final WL=737 µm, Top cells excl fill/tap=10 x clkdlybuf4s50_1, 8 x edfxtp_1, 3 x clkbuf_4, Top cell excl fill/tap=clkdlybuf4s50_1, minimum clock period=1550 ps, Leak=0.164 nW, Worst path slowest cell=edfxtp_1, Synth flops=8, Critical Path End Type=primary output, Data required, critical path=1280 ps, Tool Warnings=26, Pwr Density=877 nW/µm², FP Core Util=9.12%, Yosys chip area=312 µm², slowest stage delay, CP=420 ps, register with the most flip-flops=Current_state, post-synthesis cell type count=9, share of layout cells above drive strength 1=27.3%, worst-path cell chain=nor3b_2 -> nor2_2 -> a311oi_2 -> buf_2, Max Cap Violations=0, GRT Overall Usage=2.37%, Largest register FFs=8, total core area=3420 µm², first-pass GRT wire length=1110 µm, placer congestion estimate=0.778, post-DR vias/cell=2.71, Slew Viols, Final=0, htree depth=1, Synth Instances=17, largest net degree at the start of global routing=9, Filler Cells Inserted=396, WL/cell=9.33 µm, cell total in the yosys stat output=17
-- metal layers --
layer | routed length [µm] | track usage, %
met5 | 0 | 0
met4 | 9 | 0.880
met3 | 125 | 2.61
met2 | 296 | 2.65
met1 | 306 | 2.75
-- power breakdown --
group / switching [W] / internal, W / total, W
Clock: 0.0000622 / 0.0000854 / 0.000148
Sequential: 0.00000781 / 0.000247 / 0.000255
Combinational: 0.0000144 / 0.0000339 / 0.0000483
Total: 0.0000844 / 0.000367 / 0.000451
-- timing repair --
action,CTS,global route
pin swaps,3,1
buffers inserted,1,0
setup endpoints to repair,1,1
resized,3,1
-- worst min path at each step --
| stage | from | cells after the start | to | slack [ps] |
|---|---|---|---|---|
| finish | switch[7] | 1 | Current_state[7] | 620 |
| global route | switch[4] | 1 | Current_state[4] | 630 |
| CTS | switch[7] | 1 | Current_state[7] | 610 |
-- cell usage after synthesis, drive strengths merged --
library cell	number	area, µm²
a21o	1	7.51
a311oi	1	15.0
edfxtp	8	240
nand2	1	3.75
nand4b	2	17.5
nor2	1	3.75
nor2b	1	6.26
nor3b	1	12.5
o21ai	1	5.00
-- area by class of cell --
cell class	count	area, µm²	area share (%)
Sequential cell	8	240	46.7
Tap cell	46	57.6	11.2
Timing Repair Buffer	13	120	23.4
Clock buffer	3	22.5	4.38
Multi-Input combinational cell	9	73.8	14.4
-- per-stage QoR --
step / util, % / area [µm²] / setup WS (ps) / hold WS [ps] / setup TNS [ps]
2_1_floorplan: - / 312 / 485 / 419 / 0
3_3_place_gp: 14.2 / 487 / -151 / 885 / -151
3_5_place_dp: 14.2 / 487 / -179 / 878 / -179
4_1_cts: 15.0 / 512 / 30.2 / 614 / 0
5_1_grt: 15.1 / 514 / -40.9 / 625 / -40.9
6_report: 15.1 / 514 / 54.8 / 623 / 0
-- kinds of logic after synthesis --
logic type	synth area share (%)
DFF	77.1
and+or+nand+nor	14.1
AOI/OAI and AO/OA	8.83
-- worst max-delay path, delay by kind of cell, from the launching register on --
| family | cells | cell delay, ps |
|---|---|---|
| DFF | 1 | 420 |
| and+or+nand+nor | 2 | 270 |
| AOI/OAI and AO/OA | 1 | 160 |
| buffers and inverters | 1 | 130 |
Power figures rest on the tool's default switching activity, not on a simulated workload.
